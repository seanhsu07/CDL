===== /design/flow/run.sh =====
#!/bin/bash
# OpenROAD 26Q1-2900-gdf79404cd8, Yosys 0.63+post, stock flow scripts
make -C /OpenROAD-flow-scripts/flow DESIGN_CONFIG=/design/flow/config.mk WORK_HOME=/design/flow/orfs finish

===== /design/flow/config.mk =====
export PLATFORM = sky130hd
export DESIGN_NAME = controller
export DESIGN_NICKNAME = controller
export VERILOG_FILES = /design/flow/design.v
export SDC_FILE = /design/flow/constraint.sdc
export NUM_CORES = 4
export LEC_CHECK = 1
export CORE_AREA = 10 10 97 97
export DIE_AREA = 0 0 107 107

===== /design/flow/constraint.sdc =====
current_design controller

set clk_period 2.8
set clk_io_pct 0.2

create_clock -name clk0 -period $clk_period [get_ports {clk}]

set non_clock_inputs [all_inputs -no_clocks]
set_input_delay [expr $clk_period * $clk_io_pct] -clock clk0 $non_clock_inputs
set_output_delay [expr $clk_period * $clk_io_pct] -clock clk0 [all_outputs]

===== /design/flow/design.v =====
module controller(
		input wire clk,
		input wire n_rst,
		input wire dr,
		input wire lc,
		input wire overflow,
		output reg cnt_up,
		output reg clear,
		output wire modwait,
		output reg [2:0] op,
		output reg [3:0] src1,
		output reg [3:0] src2,
		output reg [3:0] dest,
		output reg err
		);
typedef enum bit [4:0] {Idle, Load1, Wait1, Load2, Wait2, Load3, Wait3, Load4, Store1, Zero1, Sort1, Sort2, Sort3, Sort4, Mul1, Sub1, Mul2, Add1, Mul3, Sub2, Mul4, Add2, Cntup, Eidle} states;
reg next_hold;
reg current_hold;
states current;
states next;
always_ff @ (posedge clk, negedge n_rst)
	begin
	if(!n_rst)
		begin
		current <= Idle;
		current_hold <= 0;
		end
	else
		begin
		current <= next;
		current_hold <= next_hold;
		end
	end
	assign modwait=current_hold;
always_comb
	begin
	cnt_up=0;
	err=0;
	next=current;
	next_hold=current_hold;
	clear=0;
	op=0;
	src1=0;
	src2=0;
	dest=0;
	case (current)
		Idle:
		begin
		if (lc)
			begin
			next=Load1;
			next_hold=1;
		end
		else if (dr)
			begin
			next=Store1;
			next_hold=1;
			end
		else
			begin
			next=Idle;
			next_hold=0;
			end
		err=0;
		cnt_up =0;
		op=3'b000;
		clear=0;
		end
		Load1:
		begin
		next=Wait1;
		next_hold=0;
		err=0;
		op=3'b011;
		cnt_up=0;
		clear=1;
		dest=1;
		end
		Wait1:
		begin
		if (lc)
			begin
			next=Load2;
			next_hold=1;
			end
		else
			begin
			next=Wait1;
			next_hold=0;
			end
		err=0;
		cnt_up=3'b000;
		clear=0;
		op=0;
		end
		Load2:
		begin
		next=Wait2;
		next_hold=0;
		clear=0;
		cnt_up =0;
		op=3'b011;
		err=0;
		dest=2;
		end
		Wait2:
		begin
		if (lc)
			begin
			next=Load3;
			next_hold=1;
			end
		else
			begin
			next=Wait2;
			next_hold=0;
			end
		err=0;
		clear=0;
		op=3'b000;
		cnt_up=0;
		end
		Load3:
		begin
		next=Wait3;
		next_hold=0;
		clear=0;
		cnt_up=0;
		err=0;
		op=3'b011;
		dest=3;
		end
		Wait3:
		begin
		if (lc)
			begin
			next=Load4;
			next_hold=1;
			end
		else
			begin
			next=Wait3;
			next_hold=0;
			end
		err=0;
		clear=0;
		op=3'b000;
		cnt_up=0;
		end
		Load4:
		begin
		next=Idle;
		op=3'b011;
		next_hold=0;
		clear=0;
		cnt_up=0;
		err=0;
		dest=4;
		end
		Store1:
		begin
		if (dr)
			begin
			next=Zero1;
			next_hold=1;
			end
		else
			begin
			next=Eidle;
			next_hold=0;
			end
		err=0;
		clear=0;
		op=3'b010;
		dest=5;
		cnt_up=0;
		end
		Zero1:
		begin
		next=Sort1;
		next_hold=1;
		op=3'b101;
		err  =0;
		src1=0;
		src2=0;
		dest=0;
		clear=0;
		cnt_up=0;
		end
		Sort1:
		begin
		next=Sort2;
		next_hold=1;
		op =3'b001;
		err=0;
		clear=0;
		cnt_up=0;
		dest=9;
		src1=8;
		end
		Sort2:
		begin
		next=Sort3;
		next_hold=1;
		err=0;
		clear=0;
		cnt_up=0;
		op =3'b001;
		dest=8;
		src1= 7;
		end
		Sort3:
		begin
		next=Sort4;
		next_hold=1;
		err=0;
		clear=0;
		cnt_up=0;
		op =3'b001;
		dest=7;
		src1= 6;
		end
		Sort4:
		begin
		next=Mul1;
		next_hold=1;
		err=0;
		clear=0;
		cnt_up=0;
		op =3'b001;
		dest=6;
		src1= 5;
		end
		Mul1:
		begin
		next=Sub1;
		next_hold=1;
		cnt_up=0;
		clear=0;
		err=0;
		op=3'b110;
		dest=10;
		src1=1;
		src2=6;
		end
		Sub1:
		begin
		if (overflow == 1)
			begin
			next_hold=0;
			next=Eidle;
			end
		else
			begin
			next=Mul2;
			next_hold=1;
			end
		cnt_up=0;
		clear=0;
		err=0;
		op=3'b101;
		dest=0;
		src1=0;
		src2=10;
		end
		Mul2:
		begin
		next=Add1;
		next_hold=1 ;
		op=3'b110;
		cnt_up=0;
		clear=0;
		dest=11;
		src1=2;
		src2=7;
		err=0;
		end
		Add1:
		begin
		if (overflow)
			begin
			next=Eidle;
			next_hold=0;
			end
		else
			begin
			next=Mul3;
			next_hold=1;
			end
		cnt_up=0;
		clear=0;
		op=3'b100;
		src1=0;
		src2=11;
		dest=0;
		err=0;
		end
		Mul3:
		begin
		next=Sub2;
		next_hold= 1;
		cnt_up=0;
		clear=0;
		err=0;
		op=3'b110;
		dest=12;
		src1=3;
		src2=8;
		end
		Sub2:
		begin
		if (overflow)
			begin
			next_hold=0;
			next=Eidle;
			end
		else
			begin
			next=Mul4 ;
			next_hold=1;
			end
		cnt_up=0;
		clear=0;
		err=0;
		op=3'b101;
		dest=0;
		src1=0;
		src2=12;
		end
		Mul4:
		begin
		next=Add2;
		next_hold=1;
		cnt_up=0;
		clear=0;
		err=0;
		op=3'b110;
		dest=13;
		src1=4;
		src2=9;
		end
		Add2:
		begin
		if (overflow)
			begin
			next=Eidle;
			next_hold=0;
			end
		else
			begin
			next=Cntup;
			next_hold=1;
			end
		cnt_up=0;
		clear=0;
		err=0;
		op=3'b100;
		dest=0;
		src1=0;
		src2=13;
		end
		Cntup:
		begin
		cnt_up= 1;
		next=Idle;
		next_hold=0;
		err=0;
		clear=0;
		op=3'b000;
		src1=0;
		src2=0;
		dest=0;
		end
		Eidle:
		begin
		if (dr)
			begin
			next=Store1;
			next_hold=1;
			end
		else
			begin
			next=Eidle;
			next_hold=0;
			end
		err=1;
		clear=0;
		op=3'b000;
		cnt_up=0;
		end
	endcase
	end
endmodule

==> load_flow_metrics.sql <==
-- metrics for the results database
INSERT INTO impl_metrics (metric_group, metric, value, unit) VALUES
('status', 'run_status', 'complete, no violations', ''),
('worst_setup_path', 'cp-start-kind', 'flop', ''),
('worst_setup_path', 'critical_path.endpoint', 'op[2]', ''),
('worst_setup_path', 'r2r-end', 'current_hold', ''),
('timing', 'fin_crit_sh', '95.39', '%'),
('global_route', 'largest_net_degree_at_the_start_of_global_routing', '16', ''),
('floorplanning', 'io_pins', '24', ''),
('synthesis', 'ys.flop_type', 'dfrtp_1', ''),
('synthesis', 'synth_area', '972.2', 'um2'),
('timing', 'max-slew-margin-rel', '67.99', '%'),
('timing', 'timing_worst_slew_pin_value', '0.4786', 'ns'),
('timing', 'unrepaired_setup_endpoints_after_global_routing', 'false', ''),
('timing', 'timing.clock.skew', '0.002298', 'ns'),
('worst_setup_path', 'critPathMaxFanout', '6', ''),
('timing', 'finalCriticalPeriod', '2.671', 'ns'),
('worst_setup_path', 'cp-end-kind', 'primary output', ''),
('worst_setup_path', 'worst_path_dominant_cell_family', 'simple AND/OR/NAND/NOR gates', ''),
('synthesis', 'postSynthSeqShare', '64.48', '%'),
('power_and_ir_drop', 'p_total', '0.8373', 'mW'),
('cts', 'cts-buffers-inserted', '3', ''),
('synthesis', 'ys_top_cells_by_area', 'dfrtp_1 62%, nor2_1 3.5%, and2_1 3.2%', ''),
('power_and_ir_drop', 'power.density_cell_area', '608.3', 'mW/mm2'),
('synthesis', 'post-synth-top-area-fraction', '61.78', '%'),
('worst_setup_path', 'worst_path_largest_cell_delay', '0.57', 'ns'),
('cts', 'cts_sinks', '25', ''),
('worst_setup_path', 'worst-path-stages', '3', ''),
('cts', 'cts_tree', 'yes', ''),
('flow_run', 'drv_cap', '0', ''),
('worst_setup_path', 'r2r_start', 'current[1]', ''),
('worst_setup_path', 'cp_slowest_cell', 'or4_4', ''),
('timing', 'finalSetupViolations', '0', ''),
('cells_and_area', 'area_growth', '41.57', '%'),
('cts', 'clkLatencyLatePin', '0.26', 'ns'),
('synthesis', 'chip_area_estimate_from_yosys_synthesis', '972.2', 'um2'),
('worst_setup_path', 'rrSetupSlack', '1.16', 'ns'),
('synthesis', 'post_synth_num_cell_types', '25', ''),
('timing', 'timing.final.max_slew_violations', '0', ''),
('cts', 'cts_resized', '0', ''),
('synthesis', 'synth_area_per_cell', '11.30', 'um2'),
('cts', 'clk_pin_slew', '0.08', 'ns'),
('cts', 'cts_h_tree_lvls', '1', ''),
('route', 'drt_iter0_markers', '80', ''),
('cells_and_area', 'most-common-layout-cells', '24 x dfrtp_1, 23 x clkdlybuf4s50_1, 9 x nor2_1', ''),
('floorplanning', 'core_util_floorplan', '13.33', '%'),
('place', 'gp_weighted_congestion', '0.8850', ''),
('timing', 'achievable-frequency', '374.4', 'MHz'),
('route', 'routed_length_per_placed_instance', '12.52', 'um'),
('worst_setup_path', 'crit_path_cell_trace', 'or4_4, or3_2, clkdlybuf4s50_1', ''),
('global_route', 'all_layer_gr_usage', '4.698', '%'),
('synthesis', 'syn_inst', '86', ''),
('floorplanning', 'chipHeight', '107', 'um'),
('global_route', 'grt_pass1_vias', '782', ''),
('timing', 'setup_tns_after_final_layout', '0', 'ns'),
('route', 'via_count', '763', ''),
('floorplanning', 'num_rows', '31', ''),
('worst_setup_path', 'cp_num_buf_inv', '1', ''),
('route', 'drt_first_pass_iters', '4', ''),
('cts', 'cts.root.buffer_cell', 'clkbuf_8', ''),
('power_and_ir_drop', 'power.leakage', '0.6653', 'nW'),
('flow_run', 'warnings', '25', ''),
('worst_setup_path', 'worst_r2r_path_depth', '4', ''),
('hold_path', 'hold_path.startpoint', 'current[14]', ''),
('route', 'drc_violation_count_after_routing', '0', ''),
('cts', 'cts_post_setup_buffers_inserted', '0', ''),
('global_route', 'grt_pass1_wl', '4284', 'um'),
('cts', 'hold_buf_count_cts', '0', ''),
('timing', 'report.final.hold_viol_count', '0', ''),
('hold_path', 'hp-class', 'flop to flop', ''),
('worst_setup_path', 'worstPathArrival', '2.11', 'ns'),
('synthesis', 'async_set_or_reset_flop_fraction_in_the_synthesized_netlist', '100.0', '%'),
('route', 'insertedDiodeCount', '0', '');
## sequential cells by signal, summed over array words and instances, names as in the netlist
register,count
current,24
current_hold,1
## where the power goes
part           leakage (nW)  total [mW]  internal [mW]  switching [mW]
sequential            0.340       0.411          0.386          0.0246
clock                0.0255       0.207         0.0993           0.107
combinational         0.300       0.219          0.143          0.0764
## worst min-delay path by stage
| stage | cells after the start | slack (ns) | endpoint |
|---|---|---|---|
| CTS | 0 | 0.40 | current[8] |
| global route | 0 | 0.41 | current[8] |
| finish | 0 | 0.40 | current[8] |
## synthesized netlist by cell type, types with 2 or more instances
| cell type | instances |
|---|---|
| dfrtp_1 | 24 |
| nor2_1 | 9 |
| nand2_1 | 7 |
| and2_1 | 5 |
| nor2b_1 | 5 |
| nor3_1 | 5 |
| a21o_1 | 3 |
| nand3_1 | 3 |
| a21oi_1 | 2 |
| inv_1 | 2 |
| nor4_1 | 2 |
| o31ai_1 | 2 |
| or3_1 | 2 |
| or3_2 | 2 |
| or4_1 | 2 |
| or4_2 | 2 |
## final cells by class
cell class / count / area, um2
multi-input combinational: 58 / 334.1
fill: 844 / 5916
inverter: 2 / 7.507
tap: 99 / 123.9
sequential: 25 / 626.9
timing repair buffer: 24 / 237.7
clock buffer: 3 / 41.29
clock inverter: 1 / 5.005
## per-layer routing
metal / track usage [%] / vias to the layer above / wire (um)
met5: 0 / - / 0
met4: 0 / 0 / 0
met3: 1.516 / 0 / 180
met2: 7.375 / 30 / 1208
met1: 6.592 / 376 / 1266
li1: - / 357 / -
## metrics by stage
stage                     cell area [um2]  util (%)  std cells  worst slack [ns]  hold slack (ns)
after CTS                            1376     18.87        212            0.1127           0.4041
final                                1376     18.87        212            0.1291           0.4008
after global placement               1330     18.24        208            0.4274           0.3881
after detailed placement             1330     18.24        208            0.4129           0.3855
after global routing                 1376     18.87        212           0.07445           0.4148
after floorplan                     972.2         -         86            0.9263           0.2644
## kinds of logic after synthesis
group / after synthesis / synth area share, %
AND-OR/OR-AND: 11 / 7.722
buffers and inverters: 3 / 1.158
flip-flops: 25 / 64.48
AND/OR/NAND/NOR: 47 / 26.64
Power figures rest on the tool's default switching activity, not on a simulated workload.
