--- flow/config.mk ---
export PLATFORM = sky130hd
export DESIGN_NAME = magnitude
export DESIGN_NICKNAME = magnitude
export VERILOG_FILES = /design/flow/design.v
export SDC_FILE = /design/flow/constraint.sdc
export NUM_CORES = 4
export LEC_CHECK = 1
export CORE_AREA = 10 10 70 70
export DIE_AREA = 0 0 80 80
--- flow/constraint.sdc ---
current_design magnitude

set clk_period 7.3
set clk_io_pct 0.2

create_clock -name clk0 -period $clk_period

set non_clock_inputs [all_inputs -no_clocks]
set_input_delay [expr $clk_period * $clk_io_pct] -clock clk0 $non_clock_inputs
set_output_delay [expr $clk_period * $clk_io_pct] -clock clk0 [all_outputs]
--- flow/design.v ---
module magnitude
(
 input wire [16:0] in,
 output wire [15:0] out
);
assign out = (in[16] == 1) ? (~in[15:0] + 1) : (in[15:0]);
endmodule
--- flow/run.sh ---
#!/bin/bash
# OpenROAD 26Q1-2900-gdf79404cd8, Yosys 0.63+post, stock flow scripts
make -C /OpenROAD-flow-scripts/flow DESIGN_CONFIG=/design/flow/config.mk WORK_HOME=/design/flow/orfs finish
==> results.txt <==
Notes on the physical implementation.

- The flow ran to the end, and the final reports show no timing, DRC or antenna violations.
- The die footprint is 6400 µm², for reference.
- The number of OpenROAD warnings is 32, for reference.
- The post-synthesis mux area share is 0, for reference.
- The core occupancy in the finished layout is 0.208, for reference.
- In this run, the synthesized area fraction spent on and/or/nand/nor cells is recorded as 0.248.
- The required time at the worst endpoint is listed as 5840 ps.
- The layout overhead on the synthesized area is 113%, for reference.
- The share of synthesized area occupied by flip-flops and latches is 0, for reference.
- The combined area of all synthesized cells is 333 µm², for reference.
- From bottom edge to top edge, the die measures 80 µm.
- The setup path with the least slack is of type in2out.
- Per the OpenROAD floorplan log, the area of the core is between 3000 and 4000 µm².
- Yosys shows that the main logic family after synthesis is XOR/XNOR gates.
- The number of design rule violations left after detail routing is 0, for reference.
- The yosys synthesis chip area is 333 µm², for reference.
- In the Yosys stats the netlist draws on 16 distinct library cells.
- Final hold analysis gives a worst-case slack of 3770 ps.
- The share of the clock period used by the worst path after layout is 0.726, for reference.
- Looking at the gate-level netlist, the highest instance count belongs to sky130_fd_sc_hd__xnor2_1.
- The total inserted antenna cells is 0, for reference.
- The number of antenna violations at the first check in global routing is 0, for reference.
- The count of sequential standard cells is 0, for reference.
- The data arrival time of the critical path is 3840 ps, for reference.
- The type recorded for the worst min-delay path is in2out.
- The site row count is 21, for reference.
- Summed over all routing layers, the global router reports a total usage of 0.0457.
- In the synthesized netlist, the cells that appear most often are 9 x sky130_fd_sc_hd__xnor2_1, 8 x sky130_fd_sc_hd__nand2_1, 5 x sky130_fd_sc_hd__o31ai_1, 5 x sky130_fd_sc_hd__xor2_1, 4 x sky130_fd_sc_hd__o21ai_0.
- The floorplan report gives the top-level pin count as 33.
- The number of max-cap violations is 0, for reference.
- The synthesis log from Yosys contains 0 warnings.
- The time the final worst path needs with I/O delays and setup is approximately 5300 ps, for reference.
- The routed layout has 435 vias.
- The share of synthesized cell area in full adder, half adder and majority cells is 0.0376, for reference.
- The sequential cell area in the final layout is 0 µm², for reference.
- For the final routed database, the setup TNS stands at 0 ps.
- The report puts the hold buffer count at CTS at 0.
- The remaining global-route overflow is 0, for reference.
- Setup repair after global routing left no endpoint under its margin.
- The transition at the pin with the smallest max-transition slack is between 600 and 700 ps, for reference.
- The number of gates given a new drive strength after cts is 0, for reference.
- By area the synthesized netlist is led by sky130_fd_sc_hd__xnor2_1 24%, sky130_fd_sc_hd__xor2_1 13%, sky130_fd_sc_hd__o31ai_1 11%, sky130_fd_sc_hd__nand2_1 9.0%, sky130_fd_sc_hd__or4_1 6.8%.
- The average wire per standard cell is 11.7 µm, for reference.
- The pin count of the biggest net entering global routing is 17, for reference.
- The worst setup path is captured at an output pin.
- The final max-slew violation count recorded for this run is 0.
- Summed over all instances, the cell type with the most area after synthesis is sky130_fd_sc_hd__xnor2_1.
- The maximum vdd ir drop is 0.0000168 V, for reference.
- The area fraction of the largest cell type after synthesis is 0.237.
- The post-synthesis xor/xnor area fraction is 0.368, for reference.
- The share of post-route cells with drive strength above 1 is 0.0513, for reference.
- The detailed-routing iteration count for the pre-antenna-repair pass is 4, for reference.
- The headroom to the max-slew limit is 0.588, for reference.
- The share of the core area taken by cells at floorplan is 0.0974.
- The aggregate routed wire length is ~1500 µm, for reference.
- The hold violation total from the final report is 0, for reference.
- The power report puts the leakage power at about 0.24 nW.
- In this run the mean area of a mapped cell was 7.08 µm².
- For this design, Yosys synthesis ends with a cell count of 47.
- The total of buffers placed on input and output ports is 33, for reference.
- The layout has 0 clock buffers.
- The timing-limited maximum frequency is 0.189 GHz, for reference.
- The count of endpoints failing setup in the final report is 0, for reference.
- Looking at the post-CTS report, the setup buffer insertion count equals 0.
- The number of global-route vias before repair is 514, for reference.
- In this run, the synthesized area fraction spent on AND-OR/OR-AND gates is recorded as 0.278.
- The first global-routing pass estimated 2430 µm of wire.
- In this run the remaining antenna-violating nets after routing total 0.
- The HPWL after detailed placement is 1280 µm.
- STA classifies the critical path startpoint as an input pin.
- In this run the worst path has a maximum fanout of 5.
- After its last routability iteration, the placer logged a weighted congestion of 0.795.
- Per the summary, power density relative to cell area is between 60 and 70 nW/µm².
- The number of instances in the synthesized netlist is roughly 47, for reference.
- The x dimension of the die is approximately 80 µm, for reference.
- Using the TritonRoute via totals, the vias-per-cell ratio works out to roughly 3.5.
- The number of DRC markers in iteration 0 is 26, for reference.
==> logic make-up (layout without fill, tap and decap cells) <==
kind of cell / Yosys count / in the layout
AND/OR/NAND/NOR: 15 / 15
AND-OR/OR-AND: 12 / 12
buffers and inverters: 5 / 36
XOR/XNOR: 14 / 14
adder cells (fa/ha/maj): 1 / 1
==> critical path, stage by stage <==
cell                              delay, ps
sky130_fd_sc_hd__clkdlybuf4s50_1        450
sky130_fd_sc_hd__or4_1                  550
sky130_fd_sc_hd__or3_4                  420
sky130_fd_sc_hd__o41ai_2                330
sky130_fd_sc_hd__xnor2_1                160
sky130_fd_sc_hd__clkdlybuf4s50_1        480
==> routing by layer <==
metal / vias up / GRT usage / wire [µm]
li1: 233 / - / -
met1: 185 / 0.0521 / 582
met2: 17 / 0.0787 / 670
met3: 0 / 0.0239 / 197
met4: 0 / 0 / 0
met5: - / 0 / 0
==> cell usage in the layout (no fill, tap or decap), types with 2 or more instances in the layout <==
cell type                          n
sky130_fd_sc_hd__o31ai_1           5
sky130_fd_sc_hd__o21ai_0           4
sky130_fd_sc_hd__nand2_1           8
sky130_fd_sc_hd__or4_1             3
sky130_fd_sc_hd__inv_1             3
sky130_fd_sc_hd__clkdlybuf4s50_1  33
sky130_fd_sc_hd__or3_1             2
sky130_fd_sc_hd__xor2_1            5
sky130_fd_sc_hd__xnor2_1           9
==> report_power, final <==
group	total (W)	leakage, nW	switching, W	internal (W)
Sequential	0	0	0	0
Clock	0	0	0	0
Combinational	0.0000435	0.239	0.0000135	0.0000299
Total	0.0000435	0.239	0.0000135	0.0000299
==> stage by stage <==
step	cells	worst slack [ps]	total power (W)	instance area [µm²]
after floorplan	47	3030	0.0000115	333
after global placement	124	2000	0.0000444	709
after detailed placement	124	1980	0.0000443	709
after CTS	124	1980	0.0000448	709
after global routing	124	1770	0.0000491	709
final	124	2000	0.0000435	709
==> final cells by class <==
cell class	count	area (µm²)
fillers	398	2710
inverters	3	11.3
multi-input cells	42	310
well taps	46	57.6
repair buffers	33	330
==> final timing paths <==
path                  slack (ps)  depth (start not counted)  startpoint  endpoint
worst max-delay path        2000                          6       in[4]   out[15]
worst min-delay path        3770                          2       in[0]    out[0]
Power is estimated from default activity; no workload was simulated.
